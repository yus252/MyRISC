`design/flow/design.v`:
```
module RegFile #(parameter W=8, D=4)(		   
  input                Clk,
                       WriteEn,
  input        [D-1:0] RaddrA,				   
                       RaddrB,
                       Waddr,
  input        [W-1:0] DataIn,
  output       [W-1:0] DataOutA,			   
  output logic [W-1:0] DataOutB,				   
  output logic [W-1:0] ParamR1
    );
logic [W-1:0] Registers[2**D];	   
assign      DataOutA = Registers[RaddrA];	   
always_comb DataOutB = Registers[RaddrB];     
assign      ParamR1  = Registers[4'b1];  
always_ff @ (posedge Clk)
  if (WriteEn)	                              
    Registers[Waddr] <= DataIn;
endmodule
```
`design/flow/run.sh`:
```
#!/bin/bash
# OpenROAD 26Q1-2900-gdf79404cd8, Yosys 0.63+post, stock flow scripts
make -C /OpenROAD-flow-scripts/flow DESIGN_CONFIG=/design/flow/config.mk WORK_HOME=/design/flow/orfs finish
```
`design/flow/constraint.sdc`:
```
current_design RegFile

set clk_period 2.4
set clk_io_pct 0.2

create_clock -name clk0 -period $clk_period [get_ports {Clk}]

set non_clock_inputs [all_inputs -no_clocks]
set_input_delay [expr $clk_period * $clk_io_pct] -clock clk0 $non_clock_inputs
set_output_delay [expr $clk_period * $clk_io_pct] -clock clk0 [all_outputs]
```
`design/flow/config.mk`:
```
export PLATFORM = sky130hd
export DESIGN_NAME = RegFile
export DESIGN_NICKNAME = RegFile
export VERILOG_FILES = /design/flow/design.v
export SDC_FILE = /design/flow/constraint.sdc
export NUM_CORES = 4
export LEC_CHECK = 1
export CORE_UTILIZATION = 40
```
==> flow_metrics.tcl <==
# flow metrics
set metrics [dict create \
    grt_max_degree 17 \
    syn_area_per_cell_um2 20.70 \
    grt_pass1_vias 3985 \
    gp_congestion 0.8600 \
    fp.dieW_um 124.7 \
    largest_register_ffs 128 \
    power_density_nw_per_um2 694.8 \
    yosysWarnings 1 \
    finalHoldViolCount 0 \
    path_class "reg2out" \
    overflow 0 \
    vias 3519 \
    core_um2 14590 \
    io_pins 46 \
    relSlewSlack_pct 59.23 \
    yosys_cells 291 \
    lay_top_cells "edfxtp_1, buf_4, mux4_2, a22oi_2, clkdlybuf4s50_1" \
    fmax_mhz 422.1 \
    rsz0062_at_grt "yes" \
    start_kind "flip-flop" \
    htree_levels 4 \
    chipArea_um2 15560 \
    die_h_um 124.7 \
    status "finished clean" \
    root_buffer "clkbuf_16" \
    layout_top_cell "edfxtp_1" \
    via_per_inst 5.676 \
    regMostFlops "Registers" \
    setup_violations 0 \
    period_used_pct 98.72 \
    cts_hold_buf 0 \
    antenna-diode-count 0 \
    setup_tns_ns 0 \
    worstSetupEndpointType "output pin" \
    netlist_area_um2 6025 \
    holdWs_ns 0.9621 \
    rows 44 \
    cts_tree "done" \
    hold_class "in2reg" \
    cts_sinks 128 \
    syn_inst 291 \
    worstPathRequired_ns 1.92 \
    grtUsageTotal_pct 21.92 \
    path_max_fanout 3 \
    fin_crit_ns 2.369 \
    reg_top3 "Registers (128)" \
    p_leak_nw 2.804 \
    antenna_found_initial 0 \
    postSynthSeqShare_pct 63.80 \
    drc 0 \
    ys_ff 128 \
    grt_pass1_wl_um 22780 \
    clk_pin_slew_worst_paths_ns 0.05 \
    drive_above_1_share_pct 49.77 \
    drt_iter0_drc 231 \
    syn_to_final_growth_pct 33.85 \
    ys_chip_area_um2 6025 \
    port_buffers 45 \
    clockBufferDepth 2 \
    numCtsBuffers 17 \
    ant_nets 0 \
    drt_first_pass_iters 4 \
    worstPathArrival_ns 1.89 \
    vdd_drop_max_mv 0.6681 \
    finalWirelength_um 14730 \
    avgRoutedWirePerCell_um 23.75 \
    worst_pin_slew_ns 0.6097 \
    initCoreUtil_pct 41.30 \
    warning_count 27 \
    maxCapViolations 0 \
    ys_types 20 \
    dp_hpwl_um 9283 \
    slew_violations 0 \
]
-- worst max-delay path: stages (launching register included) --
cell	delay, ns
edfxtp_1	0.41
mux4_4	0.61
a22oi_2	0.24
nand2_1	0.09
buf_2	0.12
-- cells by family (layout without fill, tap and decap cells) --
| kind of cell | Yosys count | count (layout) | synth area share (%) |
|---|---|---|---|
| compound gates | 32 | 32 | 3.988 |
| buf+inv | 20 | 165 | 2.845 |
| flops | 128 | 128 | 63.80 |
| mux | 64 | 64 | 25.75 |
| simple gates | 47 | 47 | 3.613 |
-- stage by stage --
stage	area [um^2]	setup slack (ns)	utilization [%]	total power, mW	instances
final	8064	0.03079	55.27	5.603	620
after global routing	8064	-0.009012	55.27	5.788	620
after CTS	8010	-0.1410	54.91	5.638	616
after detailed placement	7037	-0.5387	48.23	3.079	555
after global placement	7037	-0.5373	48.23	3.077	555
after floorplan	6025	0.4261	-	2.814	291
-- final cells by class --
type | instances | area [um^2]
timing repair buffer | 133 | 1323
tap | 184 | 230.2
sequential | 128 | 3844
multi-input combinational | 143 | 2091
clock inverter | 14 | 147.6
clock buffer | 18 | 429.2
fill | 1053 | 6525
-- power breakdown --
group	internal [mW]	total (mW)	leakage, nW	switching [mW]
clock	1.60	2.48	0.275	0.872
sequential	2.51	2.53	1.16	0.0191
combinational	0.337	0.596	1.37	0.259
total	4.45	5.60	2.80	1.15
-- cell usage after synthesis, drive strengths merged --
library cell   count  share of area (%)
nor2              14               0.87
a22oi             32                4.0
nor2b              2               0.21
nand3b             2               0.25
clkdlybuf4s25      6                1.0
and2               2               0.21
and2b              2               0.25
nor3               4               0.33
buf               14                1.8
mux4              64                 26
or3b               1               0.15
edfxtp           128                 64
nand3              1              0.083
nand2             17                1.1
nand2b             2               0.21
-- path summary, 6_finish.rpt --
| check | cells past startpoint | startpoint | end | slack (ns) |
|---|---|---|---|---|
| worst max-delay path | 4 | Registers[1][7] | DataOutB[7] | 0.03 |
| worst min-delay path | 3 | Waddr[3] | Registers[10][5] | 0.96 |
-- per-layer routing --
layer	track usage, %	vias to the layer above	share of wire (%)
met1	29.36	1772	37
met5	0	-	0
li1	-	1541	-
met2	32.92	187	48
met3	14.01	19	13
met4	2.977	0	1.6
-- what timing repair did --
| item | 4_1_cts | 5_1_grt |
|---|---|---|
| resized | 113 | 12 |
| gates cloned | 3 | 0 |
| buffers inserted | 26 | 4 |
| pin swaps | 35 | 10 |
| setup endpoints to repair | 16 | 10 |
Power and IR drop assume default switching activity.
