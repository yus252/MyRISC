$ cat /design/flow/config.mk
export PLATFORM = sky130hd
export DESIGN_NAME = InstFetch
export DESIGN_NICKNAME = InstFetch
export VERILOG_FILES = /design/flow/design.v
export SDC_FILE = /design/flow/constraint.sdc
export NUM_CORES = 4
export LEC_CHECK = 1
export CORE_AREA = 10 10 72 72
export DIE_AREA = 0 0 82 82
$ cat /design/flow/constraint.sdc
current_design InstFetch

set clk_period 1.9
set clk_io_pct 0.2

create_clock -name clk0 -period $clk_period [get_ports {Clk}]

set non_clock_inputs [all_inputs -no_clocks]
set_input_delay [expr $clk_period * $clk_io_pct] -clock clk0 $non_clock_inputs
set_output_delay [expr $clk_period * $clk_io_pct] -clock clk0 [all_outputs]
$ cat /design/flow/design.v
module InstFetch(
  input              Reset,			    
                     Start,			    
                     Clk,			    
                     BranchAbs,	        
							BranchLT, 		 
							BranchEQ,
                     EQ,
							LT,
  input       [9:0] Target,		    
  output logic[9:0] ProgCtr            
  );
  always_ff @(posedge Clk)	             
	if(Reset)
	  ProgCtr <= 0;				         
	else if(Start)						 
	  ProgCtr <= ProgCtr;
	else if(BranchAbs || (BranchLT && LT) || (BranchEQ & EQ))	                 
	  ProgCtr <= Target;	 
	else
	  ProgCtr <= ProgCtr+10'b1; 	         
endmodule
$ cat /design/flow/run.sh
#!/bin/bash
# OpenROAD 26Q1-2900-gdf79404cd8, Yosys 0.63+post, stock flow scripts
make -C /OpenROAD-flow-scripts/flow DESIGN_CONFIG=/design/flow/config.mk WORK_HOME=/design/flow/orfs finish
==> results.txt <==
The full implementation flow was run.

For the worst setup path, the data arrival time is 1.81 ns. The post-synthesis async set-or-reset flop share stands at 0%. OpenSTA lists the critical path startpoint as BranchLT. The length in cells of the worst reg-to-reg path stands at 5. The post-layout minimum cycle time stands at 1.65 ns. For the worst reg-to-reg path, the endpoint reported by OpenROAD is ProgCtr[8]$_SDFFE_PP0N_. In the post-synthesis netlist, the biggest area contributors are dfxtp_1, a21oi_1, o32ai_2. The share of synthesized area in the top cell type comes to between 30% and 40%. The share of the cycle needed by the critical path after routing stands at between 80% and 90%. The pin closest to its max-slew limit shows a slew of ~0.32 ns. The largest registers in the layout are ProgCtr x10. The number of setup violations in the final report stands at 0.

Walking the critical path from launch to capture passes 7 cell instances. The cell family contributing the most delay on the critical path is buffers and inverters. The count of library flops with an enable pin stands at 0. The critical path's slowest stage uses the library cell clkdlybuf4s50_1. The fraction of final layout cells with drive strength greater than 1 stands at 15.2%. After clock tree synthesis, the repair step resized 0 gates. Among all stages on the critical path, the maximum delay recorded is roughly 0.42 ns. The upper clock frequency limit stands at 0.606 GHz. Of the synthesized area, sequential elements account for 30.9%.

The number of clock buffers added by TritonCTS is 3. By count the netlist is led by a21oi_1, dfxtp_1, nand2_1. The hold-fix buffer count after cts stands at 0. The buffer_ports step reported a buffer count of 27.

The number of DRC violations after detailed-routing iteration 0 stands at 67. According to the floorplan report, the placeable core area is approximately 0.0037 mm². The detailed router placed a little over 700 vias in this run. The synthesized design spends more area on one cell type than any other, namely dfxtp_1. The worst endpoint required time stands at about 2.1 ns. Per the GRT congestion report, total overflow comes to 0. Global routing used under 10% of the available tracks.

STA classifies the critical path startpoint as a primary input. The register with the most flip-flops in the layout has 10 of them. The synthesized area per cell stands at 8.10 µm².

Per the detail_route report, inserted antenna diodes total 0. The most critical min-delay path falls under register to register. In the Yosys report the total cell count is around 80. The number of antenna violations at the first check in global routing was 0. The synthesized netlist cell count stands at around 80. In the Yosys stats the netlist draws on 31 distinct library cells. In the synthesized netlist the dominant register cell turns out to be dfxtp_1. The die covers slightly below 0.007 mm².

The leakage power of the design stands at ~0.00037 µW. Counting the warning lines in the Yosys log gives 1. The logs give a warning total of 25. The worst-case clock buffer depth stands at 2. Once detail routing completed, the nets flagged for antenna violations numbered 0. Clock-pin slew was measured on the worst setup and hold paths at ~0.05 ns. The number of sinks on the clock net stands at 10. For reference, the final report shows the max-slew violation count at 0. Counting stages on the worst path, the most repeated cell is buf_4. The run finished with clean final reports. For this configuration, the core starts out at a cell density of approximately 18%. Hold timing on the final database bottoms out at a slack of approximately 0.54 ns. Per the timing report, the most critical flop-to-flop path originates at ProgCtr[0]$_SDFFE_PP0N_.

The post-detailed-route via-to-cell ratio stands at about 4.5. The final routed wire length divided by cell count stands at between 10 and 15 µm. The worst pin sits at a relative slew slack of 79.0%.

The count of max-cap constraint violations stands at 0. The insertion delay to the later sink of the worst-skew pair stands at approximately 0.24 ns. The die height stands at 82 µm.

In the setup report, the worst path falls into the class primary input to register. STA classifies the critical path endpoint as a register. For reference, the critical path is captured by ProgCtr[6]$_SDFFE_PP0N_. The final weighted congestion in routability-driven placement stands at between 0.8 and 0.9. The wire length of the first global-routing pass stands at 3260 µm. The register bit total from synthesis stands at 10. The count of final hold-check violations stands at 0.

The post-synth design cell area stands at 648 µm². The highest fanout seen on the critical path stands at 14. ProgCtr holds more flip-flops than any other register.

TritonCTS built the clock tree. After routing, the total negative slack on setup checks comes to 0 ns. Per the detail_route report, DRC violations left total 0. The via count of the first global-routing pass stands at a little under 700. In this run the clock root is driven by a clkbuf_8. Post-synthesis, Yosys gives the total cell area as between 600 and 700 µm².

In this run the register-to-register setup slack is between 0.3 and 0.4 ns. The number of detailed-route iterations in the first pass stands at 4. Across the VDD grid, the largest voltage drop is 0.288 mV.

Listed in order, past its start point the critical path passes clkdlybuf4s50_1, buf_4, a221oi_2, buf_4, nor2_1, o21a_1, nor3_1. The setup fix buffers added after clock tree synthesis stands at 0. The floorplan has 22 rows. Entering global routing, the biggest net connects 15 pins. The floorplan report gives the top-level pin count as 28. The HPWL after detailed placement stands at 1600 µm. The sum of routed wire length over all layers stands at roughly 2100 µm. The largest clock skew in the final design stands at 0.00294 ns. The horizontal die dimension stands at between 80 and 90 µm. The buffering stage count on the worst path with inverters included stands at 3.

The power density relative to cell area stands at about 590 mW/mm². The area growth from synthesis to layout stands at 61.2%. Per the CTS log, the maximum H-tree level is 1. Setup repair after global routing left no endpoint under its margin.
==> worst min path at each step <==
stage                      startpoint                      end  slack (ns)  cells after the start
CTS           ProgCtr[7]$_SDFFE_PP0N_  ProgCtr[7]$_SDFFE_PP0N_        0.55                      1
global route  ProgCtr[1]$_SDFFE_PP0N_  ProgCtr[1]$_SDFFE_PP0N_        0.57                      2
finish        ProgCtr[1]$_SDFFE_PP0N_  ProgCtr[1]$_SDFFE_PP0N_        0.54                      2
==> worst reg2reg max path, stage by stage, from the launching register on <==
cell     delay, ns
dfxtp_1       0.41
ha_1          0.21
nand3_1       0.21
nor2b_1       0.23
a31oi_1       0.11
o221a_1       0.22
==> final cells by class <==
class,count,area [µm²]
fill,392,2640
clock buffer,3,41.3
inverter,2,7.51
sequential,10,200
tap,48,60.1
multi-input combinational,62,405
timing repair buffer,35,330
==> power breakdown <==
part	leakage [µW]	switching [µW]	internal, µW
Clock	0.0000216	87.1	139
Combinational	0.000267	53.6	93.5
Sequential	0.0000827	20.6	226
Total	0.000371	161	459
==> cell families after synthesis <==
group,synth area share (%)
multiplexers,1.54
flip-flops,30.9
adder cells (fa/ha/maj),1.93
AND/OR/NAND/NOR,27.2
buffers and inverters,6.56
AND-OR/OR-AND,31.9
==> routing by layer <==
layer | part of all wire, % | track usage [%] | vias up
met5 | 0 | 0 | -
met4 | 0.66 | 0.680 | 0
met3 | 12 | 3.74 | 2
met2 | 41 | 8.39 | 26
met1 | 46 | 8.35 | 324
li1 | - | - | 372
==> stage by stage <==
step	power, µW	setup slack [ns]	utilization [%]	std cells	instance area, µm²
finish	620	0.249	28.3	160	1040
global route	652	0.153	28.3	160	1040
CTS	624	0.245	28.3	160	1040
detailed placement	398	0.0104	27.2	157	1000
global placement	397	0.0436	27.2	157	1000
floorplan	308	0.535	-	80	648
==> cell usage in the layout (no fill, tap or decap), types with 2 or more instances in the layout <==
cell type and count:
nor3_1 4, inv_1 2, nor3_2 2, nand4_1 2, clkbuf_8 3, a211oi_1 2, and2_1 2, nand2_1 7
buf_4 8, dfxtp_1 10, o221a_1 2, o21a_1 2, o21ai_1 4, clkdlybuf4s50_1 27, nand3_1 4, o32ai_2 2
nor2_1 6, a31oi_1 2, and4_1 2, a21oi_1 10
No activity file was given, so power comes from the tool's default toggle rates.
