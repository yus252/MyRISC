[design/flow/config.mk]
export PLATFORM = sky130hd
export DESIGN_NAME = DataMem
export DESIGN_NICKNAME = DataMem
export VERILOG_FILES = /design/flow/design.v
export SDC_FILE = /design/flow/constraint.sdc
export NUM_CORES = 4
export LEC_CHECK = 1
export CORE_UTILIZATION = 30
[design/flow/constraint.sdc]
current_design DataMem

set clk_period 18.9
set clk_io_pct 0.2

create_clock -name clk0 -period $clk_period [get_ports {Clk}]

set non_clock_inputs [all_inputs -no_clocks]
set_input_delay [expr $clk_period * $clk_io_pct] -clock clk0 $non_clock_inputs
set_output_delay [expr $clk_period * $clk_io_pct] -clock clk0 [all_outputs]
[design/flow/design.v]
module DataMem(
  input              Clk,
                     Reset,
                     WriteEn,
  input [7:0]        DataAddress,    
                     DataIn,		 
  output logic[7:0]  DataOut);
  logic [7:0] Core[256];			 
  always_comb                     
    DataOut = Core[DataAddress];
  always_ff @ (posedge Clk)		  
    if(Reset) begin
      for(int i=0;i<256;i++) Core[i] <= 0;
	end
    else if(WriteEn) 
      Core[DataAddress] <= DataIn;
endmodule
[design/flow/run.sh]
#!/bin/bash
# OpenROAD 26Q1-2900-gdf79404cd8, Yosys 0.63+post, stock flow scripts
make -C /OpenROAD-flow-scripts/flow DESIGN_CONFIG=/design/flow/config.mk WORK_HOME=/design/flow/orfs finish
==> impl_metrics.ini <==
; yosys + openroad results
[finish]
top_register = Core
reg_top3 = Core x2048
drive_above_1_share = 0.177
lay_top_count = edfxtp_1
final_cells = 10100
largest_reg_flops = 2048
area_growth_pct = 11.2
layout_top_cells = edfxtp_1, and3_1, mux4_2

[synthesis]
synth_cells = 6266
yosysTopAreaCellShare = 0.650
synth_top_cell_by_area = edfxtp_1
yosys_warnings = 1
synth.avg_cell_area_um2 = 15.1
ys_types = 28
yosys_register_bits = 2048
ys_seq_frac = 0.650
synth_area_um2 = 94600
topCellsByArea = edfxtp_1, and3_1, mux4_2
ys_area_um2 = 94600
ys_cells = 6266

[clock_network]
cts_hold_buf = 0
clkTransAtPathRegs_ns = 0.06
post_cts_buffers = 0
numCtsBuffers = 209
cts.htree.levels = 4
clock_sinks = 2048
tritoncts = yes
root_buffer = clkbuf_16
clockBufferDepth = 3
ctsResizeCount = 0

[floorplan]
pin_count = 27
placeableCoreArea_um2 = 313000
die_w_um = 564
die-area_um2 = 318000
die-height_um = 564
num_rows = 205
initial_core_util = 0.302

[sta]
setup_violations = 0
min_period_ns = 13.10
rsz0062_at_grt = no
setup_slack_ns = 5.80
finalClockPeriodUsage = 0.693
hold_violations = 0
maxSlewHeadroom = 0.246
slew_violations = 0
tns_ns = 0
max_freq_mhz = 76.4
worstMarginPinSlew_ns = 1.12

[power_and_ir_drop]
leakage_uw = 0.0415
ir_drop_v = 0.0000945
power_density_nw_per_um2 = 96.3

[route]
antenna_left = 0
drcViolationCount = 0
viasPerCell = 5.39
dr.pass1.iters = 7
wl_per_cell_um = 25.0
drt-total-wl_um = 253000
vias = 54400
drt_iter0_drc = 3894

[global_route]
grt_pass1_vias = 58100
grt_start_max_net_pins = 141
antenna_found_initial = 6
grt-ovfl-total = 0
grt_pass1_wl_um = 379000
grtUsageTotal = 0.169

[worst_setup_path]
worstPathRequired_ns = 15.12
critical_path_arrival_ns = 9.32
critPathKind = input port to output pin
worst_setup_path_start_kind = input port
critical_path.max_fanout = 70
cpPeakStageDelay_ns = 0.95
slowest_stage = o41ai_1
crit_chain = buf_8 > buf_12 > buf_12 > buf_4 > mux4_2 > a22oi_1 > a21oi_1 > o41ai_1 > buf_4 > nand4_1 > clkdlybuf4s50_1
end_kind = output pin

[status]
status = finished clean

[placement]
place_congestion = 0.844
port-buffer-count = 26
dp_slack_ns = 5.52
hpwl_um = 141000
dp.cells = 9719

[min_path]
hold_path_class = input port to flop

[run]
max_cap_viol_count = 0
warning_count = 34
-- final timing paths --
kind      startpoint           to  cells after the start
max   DataAddress[0]   DataOut[0]                     11
min        DataIn[7]  Core[17][7]                      2
-- per-stage QoR --
stage / power [uW] / utilization / hold slack (ns) / instance area, um^2
finish: 10100 / 0.336 / 3.60 / 105000
global placement: 6080 / 0.315 / 4.47 / 98400
global route: 10400 / 0.336 / 3.61 / 105000
floorplan: 5810 / - / 4.20 / 94600
CTS: 10200 / 0.336 / 3.55 / 105000
detailed placement: 6090 / 0.315 / 4.48 / 98400
-- layout make-up --
class	instances	area, um^2
repair buffers	204	1830
multi-input cells	3327	29900
clock inverters	123	1270
clock buffers	264	5590
well taps	4140	5180
flip-flops and latches	2048	61500
diodes	1	2.50
fillers	29100	208000
-- layer usage --
| layer | vias to the layer above | routed length [um] | global-route usage |
|---|---|---|---|
| met3 | 339 | 32000 | 0.0977 |
| met5 | - | 68 | 0.00164 |
| li1 | 23800 | - | - |
| met1 | 27500 | 92200 | 0.207 |
| met4 | 4 | 6190 | 0.0357 |
| met2 | 2818 | 122000 | 0.265 |
-- where the power goes --
part           switching [uW]  total [uW]  internal [uW]  leakage, uW
registers                58.0        5270           5210       0.0194
clock network            1760        4160           2400      0.00333
logic                     463         717            254       0.0188
-- critical path, delay by kind of cell --
kind                   cells  cell delay, ns
buffers and inverters      6            2.86
AND-OR/OR-AND              3            1.53
multiplexers               1            0.58
AND/OR/NAND/NOR            1            0.32
-- synth_stat cells --
cell and instances:
a22oi_1 256, nand2_1 9, buf_2 59, edfxtp_1 2048, nor3_2 12, and3_1 1882, nand2b_1 9, o41ai_1 32
nor4_2 1, mux4_2 512, and2_1 171, nor4_4 1, nor2_2 2, nor3_1 11, o21bai_1 2, clkbuf_1 781
or2_2 24, nor4_1 2, buf_4 11, a21oi_1 128, nor2b_1 8, or3_1 1, buf_1 36, nand3_1 1
nor2_1 21, nand4_1 9, a21o_1 233, buf_6 4
-- cells by family after synthesis --
kind of cell	after synthesis	share of synthesized area
simple gates	2164	0.143
buf+inv	891	0.0369
flops	2048	0.650
compound gates	651	0.0487
mux	512	0.122
Power and IR drop assume default switching activity.
